## flow/design.v

```verilog
`timescale 1ns / 1ps
module BarrelShifter(
    input clk,
    input[31:0] b_bus,
    input[1:0] shift_type,
    input[4:0] shift_amount_imm,
    input[7:0] shift_amount_reg,
    input reg_shift,
    output var[31:0] alu_input
);  
    var[31:0] register_shift_output, imm_shift_output;
    always_ff @(posedge clk) begin
        case (shift_type)
         2'b00: begin
            register_shift_output = b_bus << shift_amount_reg;
         end
         2'b01: begin
            register_shift_output = b_bus >> shift_amount_reg;
         end
         2'b10: begin
            register_shift_output = b_bus >>> shift_amount_reg;
         end
         2'b11: begin
            register_shift_output = (b_bus << shift_amount_reg) | (b_bus >> (32 - shift_amount_reg));
         end
        endcase
    end
    always_comb begin
        case (shift_type)
         2'b00: begin
            imm_shift_output = b_bus << shift_amount_imm;
         end
         2'b01: begin
            imm_shift_output = b_bus >> shift_amount_imm;
         end
         2'b10: begin
            imm_shift_output = b_bus >>> shift_amount_imm;
         end
         2'b11: begin
            imm_shift_output = (b_bus << shift_amount_imm) | (b_bus >> (32 - shift_amount_imm));
         end
        endcase
    end
    always_comb begin
        if (reg_shift == 1'b1) begin
            alu_input = register_shift_output;
        end else begin
            alu_input = imm_shift_output;
        end
    end
endmodule
```

## flow/run.sh

```bash
#!/bin/bash
# OpenROAD 26Q1-2900-gdf79404cd8, Yosys 0.63+post, stock flow scripts
make -C /OpenROAD-flow-scripts/flow DESIGN_CONFIG=/design/flow/config.mk WORK_HOME=/design/flow/orfs finish
```

## flow/config.mk

```make
export PLATFORM = sky130hd
export DESIGN_NAME = BarrelShifter
export DESIGN_NICKNAME = BarrelShifter
export VERILOG_FILES = /design/flow/design.v
export SDC_FILE = /design/flow/constraint.sdc
export NUM_CORES = 4
export LEC_CHECK = 1
export CORE_UTILIZATION = 50
```

## flow/constraint.sdc

```tcl
current_design BarrelShifter

set clk_period 8.4
set clk_io_pct 0.2

create_clock -name clk0 -period $clk_period [get_ports {clk}]

set non_clock_inputs [all_inputs -no_clocks]
set_input_delay [expr $clk_period * $clk_io_pct] -clock clk0 $non_clock_inputs
set_output_delay [expr $clk_period * $clk_io_pct] -clock clk0 [all_outputs]
```

==> results.yml <==
# physical design summary
global_route:
  grt_use_met2_pct: 62.8
  top_usage_layer: "met1"
  grt_max_degree: 74
  use_met3_pct: 38.6
  track_usage_pct: 49.8
  grt_overflow: 0
  grt_util_met1_pct: 69.5
  first_global_vias: 13400
  grt_pass1_wl_um: 90600
  antenna_found_initial: 2
critical_path:
  slowest_stage: "ha_1"
  critPathMostFrequentCell: "mux2_2"
  start_kind: "input port"
  setup.worst_path.end_class: "output pin"
  crit_required_ps: 6720
  cp_data_arrival_time_ps: 5540
  cp_cell_sequence: "buf_2 -> clkinv_1 -> ha_1 -> buf_4 -> mux2_2 -> mux2_2 -> mux2i_1 -> a211oi_1 -> o41ai_2 -> o311ai_1 -> clkdlybuf4s50_1"
  worstPathMaxFanout: 17
  worstSetupPathType: "in2out"
  slowest_delay_ps: 630
synthesis:
  synth_top_flop_cell: "dfxtp_1"
  ys_seq_elements: 32
  yosysUniqueCellTypes: 89
  synthTopCellsByArea: "mux4_2, mux2i_1, mux2_2"
  yosysChipArea_um2: 12600
  avgSynthCellArea_um2: 8.25
  synth_seq_share_pct: 5.07
  syn_area_um2: 12600
  synth_area_leader_cell: "mux4_2"
  ys_cells: 1531
  synthCells: 1531
  synth_top_area_share_pct: 25.1
  ys_warn_count: 1
  edf_count: 0
  ys_async_sr_fraction_pct: 0
  synth.most_common_cell: "nand2_1"
  common_cells: "nand2_1, nor2_1, mux4_2"
finish:
  mi_logic_area_um2: 10900
  fillers: 2269
  largest_reg_flops: 32
  area.growth.synth_to_final_pct: 6.99
  seqCellArea_um2: 641
  drive_gt1_share_pct: 22.3
  final_core_util_pct: 55.1
clock_network:
  post-cts-setup-buffers: 0
  cts_resized: 0
  cts_buffers: 5
  clk_transition_reported_paths_ps: 60
  clkSinkCount: 32
  clk_path_buf_depth: 2
  cts_tree: "done"
  cts-root-buf: "clkbuf_16"
  htree_levels: 2
  cts_hold_buf: 0
routing:
  firstDrtPassIters: 6
  route.detailed.drc: 0
  via_per_inst: 7.98
  ant_nets: 0
  first_iter_violations: 2280
  totalWireLength_um: 62100
  wire_per_inst_um: 34.4
  dr_total_vias: 14400
place:
  dp_hpwl_um: 45100
  gp_congestion: 1.11
  numPortBuffers: 80
die:
  core_util_floorplan_pct: 51.5
  core_area_um2: 24500
  placementRows: 57
  chipHeight_um: 161
  ioPinCount: 81
  die-width_um: 161
  die_area_um2: 25900
status:
  status: "completed"
pwr:
  cellLeakagePower_nw: 4.81
  power_density_nw_per_um2: 101
  vdd_ir_drop_max_mv: 0.181
final_timing:
  tightest_slew_ps: 1080
  rsz0062_at_grt: "no"
  slew_viol_final: 0
  period_minus_slack_ps: 7220
  max_freq_mhz: 138
  slew_headroom_pct: 27.4
  setup_tns_ps: 0
  fin_crit_sh_pct: 86.0
  hold_violations: 0
  setup_viol: 0
run:
  warnings: 25
  cap_violations: 0
min_path:
  hold_path.class: "in2reg"
[layout make-up]
type / instances / area share [%]
timing repair buffer: 148 / 9.52
inverter: 20 / 0.556
clock buffer: 5 / 0.926
multi-input combinational: 1272 / 80.9
antenna: 1 / 0.0185
sequential: 32 / 4.74
clock inverter: 3 / 0.315
tap: 324 / 3.00
[path summary, 6_finish.rpt]
path / startpoint / to / slack (ps) / depth (start not counted)
min: shift_amount_reg[2] / register_shift_output[12] / 2090 / 4
max: shift_amount_imm[1] / alu_input[0] / 1180 / 11
[stage by stage]
stage | hold WS, ps | power, W | cell area, um2 | cells | setup WS (ps)
floorplan | 2020 | 0.000779 | 12600 | 1531 | 2390
global placement | 2370 | 0.00109 | 13300 | 1796 | 1370
detailed placement | 2370 | 0.00109 | 13300 | 1796 | 1370
CTS | 2080 | 0.00130 | 13500 | 1804 | 1370
global route | 2130 | 0.00140 | 13500 | 1804 | 995
finish | 2090 | 0.00136 | 13500 | 1805 | 1180
[metal layers]
| layer | vias to the layer above | share of wire, % |
|---|---|---|
| li1 | 5946 | - |
| met1 | 6802 | 38 |
| met3 | 162 | 22 |
| met5 | - | 0.49 |
| met4 | 12 | 2.2 |
| met2 | 1474 | 38 |
[kinds of logic (layout without fill, tap and decap cells)]
kind of cell               count (synthesis)  in the layout  share of synthesized area [%]
and+or+nand+nor                          496            496                           17.9
AOI/OAI and AO/OA                        409            409                           23.7
muxes                                    353            353                           43.4
buffers and inverters                    227            176                           8.63
DFF                                       32             32                           5.07
xor gates and xnor gates                  12             12                           1.01
adders and majority gates                  2              2                          0.198
other                                      0              1                              0
[report_power, final]
group | switching (W) | internal (W) | leakage (nW) | total (W)
sequential | 0.00000383 | 0.000159 | 0.260 | 0.000162
clock | 0.0000729 | 0.000139 | 0.0798 | 0.000212
combinational | 0.000611 | 0.000379 | 4.47 | 0.000990
[critical path, delay by kind of cell]
kind | cells | cell delay (ps)
buffers and inverters | 4 | 1420
AND-OR/OR-AND | 3 | 610
adder cells (fa/ha/maj) | 1 | 630
multiplexers | 3 | 1180
[cell usage in the layout (no fill, tap or decap), types with 19 or more instances in the layout]
master	n
a31oi_1	20
nor2_1	145
a211oi_1	23
o211ai_1	20
o21ai_0	53
dfxtp_1	32
mux2i_1	134
mux4_2	141
mux2_2	68
nor3_1	37
a21oi_1	52
buf_4	69
nand2_1	164
nand3_1	59
o22ai_1	30
a32oi_1	19
clkdlybuf4s50_1	72
Power is estimated from default activity; no workload was simulated.
