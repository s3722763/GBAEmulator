===== run.sh =====
#!/bin/bash
# OpenROAD 26Q1-2900-gdf79404cd8, Yosys 0.63+post, stock flow scripts
make -C /OpenROAD-flow-scripts/flow DESIGN_CONFIG=/design/flow/config.mk WORK_HOME=/design/flow/orfs finish

===== constraint.sdc =====
current_design RegisterFile

set clk_period 5.9
set clk_io_pct 0.2

create_clock -name clk0 -period $clk_period [get_ports {clk}]

set non_clock_inputs [all_inputs -no_clocks]
set_input_delay [expr $clk_period * $clk_io_pct] -clock clk0 $non_clock_inputs
set_output_delay [expr $clk_period * $clk_io_pct] -clock clk0 [all_outputs]

===== config.mk =====
export PLATFORM = sky130hd
export DESIGN_NAME = RegisterFile
export DESIGN_NICKNAME = RegisterFile
export VERILOG_FILES = /design/flow/design.v
export SDC_FILE = /design/flow/constraint.sdc
export NUM_CORES = 4
export LEC_CHECK = 1
export CORE_UTILIZATION = 30

===== design.v =====
`timescale 1ns / 1ps
module RegisterFile(
    input clk,
    input reset_n,
    input read_from_gpr_to_a_bus_input,
    input read_from_gpr_to_b_bus_input,
    input[4:0] a_bus_read_register_input,
    input[4:0] b_bus_read_register_input,
    input[31:0] alu_bus,
    input[31:0] increment_bus,
    output var[31:0] a_bus,
    output var[31:0] b_bus,
    output var[31:0] pc_bus,
    output var overflow_flag, 
    output var carry_flag, 
    output var zero_flag, 
    output var negative_flag,
    input write_to_gpr,
    input[3:0] register_to_write_to,
    output var update_address_register
);
    var[31:0] general_purpose_registers[14:0];
    var[31:0] cspr;
    var[31:0] fiq_registers[4:0];
    var[31:0] supervisor_registers[1:0];
    var[31:0] abort_registers[1:0] ;
    var[31:0] irq_registers[1:0];
    var[31:0] undefined_registers[1:0];
    var[31:0] saved_process_status_registers[4:0];
    var[4:0] mode_bits;
    var state_bit, fiq_disable_flag, irq_disable_flag;
    assign mode_bits = cspr[4:0];
    assign state_bit = cspr[5];
    assign fiq_disable_flag = cspr[6];
    assign irq_disable_flag = cspr[7];
    assign overflow_flag = cspr[28];
    assign carry_flag = cspr[29];
    assign zero_flag = cspr[30];
    assign negative_flag = cspr[31];
    var user_mode, fiq_mode, irq_mode, supervisor_mode, abort_mode, undefined_mode, system_mode;
    assign user_mode = mode_bits == 5'b10000 ? 1 : 0;
    assign fiq_mode = mode_bits == 5'b10001 ? 1 : 0;
    assign irq_mode = mode_bits == 5'b10010 ? 1 : 0;
    assign abort_mode = mode_bits == 5'b10111 ? 1 : 0;
    assign undefined_mode = mode_bits == 5'b11011 ? 1 : 0;
    assign system_mode = mode_bits == 5'b11111 ? 1 : 0;
    genvar i;
    generate
        for (i = 0; i < 16; i = i + 1) begin: apply_gpr_values
            if (i >= 0 && i < 8) begin
                always_ff @(posedge clk) begin
                    if (register_to_write_to == i && write_to_gpr == 1'b1) begin
                        general_purpose_registers[i] = alu_bus;
                    end
                end
            end else if (i >= 8 && i < 14) begin
                always_ff @(posedge clk) begin
                    if (register_to_write_to == i && write_to_gpr == 1'b1) begin
                        if (fiq_mode == 1'b1) begin
                            fiq_registers[i - 8] = alu_bus;
                        end else begin
                            general_purpose_registers[i] = alu_bus;
                        end
                    end
                end
            end else begin
                always_ff @(posedge clk) begin
                    if (register_to_write_to == i && write_to_gpr == 1'b1) begin
                        if (fiq_mode == 1'b1) begin
                            fiq_registers[i - 14] = alu_bus;
                        end else if (supervisor_mode == 1'b1) begin
                            supervisor_registers[i - 14] = alu_bus;
                        end else if (abort_mode == 1'b1) begin
                            abort_registers[i - 14] = alu_bus;
                        end else if (irq_mode == 1'b1) begin
                            irq_registers[i - 14] = alu_bus;
                        end else if (undefined_mode == 1'b1) begin
                            undefined_registers[i - 14] = alu_bus;
                        end
                    end
                end
            end
        end
    endgenerate
    var read_from_gpr_to_a_bus;
    var read_from_gpr_to_b_bus;
    var[4:0] a_bus_read_register;
    var[4:0] b_bus_read_register;
    always @(posedge clk) begin
        read_from_gpr_to_a_bus = read_from_gpr_to_a_bus_input;
        read_from_gpr_to_b_bus = read_from_gpr_to_b_bus_input;
        a_bus_read_register = a_bus_read_register_input;
        b_bus_read_register = b_bus_read_register_input;
    end
    integer index;
    generate
        always_comb begin
            a_bus = 0;
            for (index = 0; index < 15; index = index + 1) begin: gpr_to_a_bus
                if (index >= 0 && index < 8) begin
                    if (a_bus_read_register == index && read_from_gpr_to_a_bus == 1'b1) begin
                        a_bus = general_purpose_registers[index];
                    end
                end else if (index >= 8 && index < 13) begin
                    if (a_bus_read_register == index && read_from_gpr_to_a_bus == 1'b1) begin
                        if (fiq_mode == 1'b1) begin
                            a_bus = fiq_registers[index - 8];
                        end else begin
                            a_bus = general_purpose_registers[index];
                        end
                    end
                end else begin
                    if (a_bus_read_register == index && read_from_gpr_to_a_bus == 1'b1) begin
                        if (fiq_mode == 1'b1) begin
                            a_bus = fiq_registers[index - 14];
                        end else if (supervisor_mode == 1'b1) begin
                            a_bus = supervisor_registers[index - 14];
                        end else if (abort_mode == 1'b1) begin
                            a_bus = abort_registers[index - 14];
                        end else if (irq_mode == 1'b1) begin
                            a_bus = irq_registers[index - 14];
                        end else if (undefined_mode == 1'b1) begin
                            a_bus = undefined_registers[index - 14];
                        end
                    end
                end
            end
        end
    endgenerate
    generate
        always_comb begin
            b_bus = 0;
            for (index = 0; index < 15; index = index + 1) begin: gpr_to_b_bus
                if (index >= 0 && index < 8) begin
                    if (b_bus_read_register == index && read_from_gpr_to_b_bus == 1'b1) begin
                        b_bus = general_purpose_registers[index];
                    end
                end else if (index >= 8 && index < 13) begin
                    if (b_bus_read_register == index && read_from_gpr_to_b_bus == 1'b1) begin
                        if (fiq_mode == 1'b1) begin
                            b_bus = fiq_registers[index - 8];
                        end else begin
                            b_bus = general_purpose_registers[index];
                        end
                    end
                end else begin
                    if (b_bus_read_register == index && read_from_gpr_to_b_bus == 1'b1) begin
                        if (fiq_mode == 1'b1) begin
                            b_bus = fiq_registers[index - 14];
                        end else if (supervisor_mode == 1'b1) begin
                            b_bus = supervisor_registers[index - 14];
                        end else if (abort_mode == 1'b1) begin
                            b_bus = abort_registers[index - 14];
                        end else if (irq_mode == 1'b1) begin
                            b_bus = irq_registers[index - 14];
                        end else if (undefined_mode == 1'b1) begin
                            b_bus = undefined_registers[index - 14];
                        end
                    end
                end
            end
        end
    endgenerate
    always_ff @(posedge clk) begin
        if (register_to_write_to == 15) begin
            general_purpose_registers[15] = alu_bus;
        end else begin
            general_purpose_registers[15] = increment_bus;
        end
    end
    assign pc_bus = general_purpose_registers[15];
endmodule

==> summary.txt <==
Physical implementation status

The total DRC errors in the routed layout stands at 0. The depth of the CTS H-tree stands at 1. The number of nets with antenna violations after routing stands at 0. OpenROAD emitted warnings numbering 58. Counting along the longest clock path gives a buffer depth of 3. Looking at the clock tree report, the root buffer type is clkbuf_16. Per the synthesis report, the dominant area consumer among library cells is edfxtp_1. The number of global-route vias before repair stands at 8496. The final timing report lists a max-slew violation count of 0.

The total wire length after detailed routing stands at 35480 um. The area of the core region stands at 0.04019 mm2. After global routing the overflow that remains totals 0.

Using the TritonRoute via totals, the vias-per-cell ratio works out to 5.421. The number of vias after detailed routing stands at 8023. The count of filler cells inserted in the layout stands at 3754. By instance count after routing, the leading logic cell type is edfxtp_1.

After technology mapping, the gate count stands at 821. Buffers added to address setup during post-CTS repair amount to 0. The fraction of layout cells with a size suffix above 1 stands at 19.79%. The horizontal die size stands at 204.9 um. Hold is met by 1.096 ns. The data arrival time of the worst path stands at 3.58 ns. The total clock buffers created by CTS stands at 27. The initial antenna violation count stands at 2. After layout, the worst path uses 80.74% of the clock period. The total internal power stands at 3.196 mW. The final weighted congestion recorded by global placement is 0.8497.

After synthesis, the largest area contributor takes up 62.24% of total cell area. The sequential group share of total power stands at 53.5%. Per the OpenROAD floorplan log, the height of the die is 204.9 um. The starting density of the core stands at 30.73%. The number of cell instances after yosys synthesis stands at 821.

Logged for this run, the post-placement worst setup slack is 1.730 ns. The switching share of power stands at 21.01%. The chip area stands at 0.04199 mm2.

Per the log, the first TritonRoute iteration ended with a DRC count of 456. Post-CTS repair ended up resizing 0 cells. After synthesis, the mean cell area works out to 15.04 um2. The run finished with clean final reports. The first-pass GRT wire length stands at 51560 um. Sorting the synthesized cells by area gives the leading types as edfxtp_1 62%, mux4_2 6.7%, mux2_2 5.3%, a221oi_1 3.1%, buf_4 2.8%. During I/O placement, the number of pins put on the boundary was 184. Max fanout on the critical path was recorded as 47.

The multi-input combinational cells in the finished layout cover a total of 0.004013 mm2. After routing, the total negative slack on setup checks comes to 0 ns. Leaving out filler cells and counting taps, the final layout contains 1480.

The worst setup path is captured at an output pin. In the final report, the number of endpoints failing setup comes to 0. The placement row count stands at 73. The synthesized netlist has a Yosys-reported chip area of 0.01235 mm2.

The worst ir drop on vdd stands at 0.1930 mV. The required time at the worst endpoint is listed as 4.72 ns. After clock tree synthesis, the clock-pin slew on the worst setup and hold paths is 0.06 ns. The critical path is of the reg -> out type. The pin count of the biggest net entering global routing stands at 48. The power spent charging and discharging nets stands at 0.8499 mW.

The register bit count reported by yosys stands at 268. The sequential fraction of the synthesis area stands at 64.18%. After clock tree synthesis, the flow added hold-fix buffers numbering 0. The number of clock sinks seen by CTS stands at 268. The actual slew at the worst max-slew pin stands at 0.8769 ns. The signed area change from the synthesized netlist to the final layout stands at 20.13%. The top cell types in the final layout, fill and taps aside, are 256 x edfxtp_1, 113 x clkdlybuf4s50_1, 60 x a21oi_1, 58 x mux2_2, 44 x a221oi_1.

For this run, the detailed router's first-pass iteration total came to 5. The flow reports that the clock network draws 39.6% of the design power. The clock period could shrink to 4.763 ns. Setup slack on the critical path of the routed design comes to 1.137 ns.

TritonCTS built the clock tree. Setup repair after global routing left no endpoint under its margin. The highest attainable clock frequency stands at 209.9 MHz.

The antenna diode count stands at 0. The ratio of total power to cell area stands at 272.7 mW/mm2. The final hold violation count recorded for this run is 0. The synthesis log from Yosys contains 82 warnings. The tightest min-delay check is of the in -> reg type. The total routing usage reported by global routing stands at 17.91%.

Checking max transition, the worst relative margin is 41.32%. The worst setup path is launched from a flip-flop. The buffer_ports step reported a buffer count of 113. The total power draw stands at 4.046 mW. The routed wirelength normalized by instance count stands at 23.97 um.

Summing every instance area after synthesis gives 0.01235 mm2. The number of max-cap violations stands at 0. In this run the static leakage power is 4.738 nW. Summing all flip-flop and latch instances after layout gives 0.007938 mm2.

The share of total power in combinational logic stands at 6.9%. The gate-level netlist out of Yosys references 49 unique cell types. The post-placement cell count stands at 1434. The HPWL after detailed placement stands at 21140 um.
[power groups by stage]
| stage | registers [mW] | logic (mW) | clock network, mW |
|---|---|---|---|
| final | 2.16 | 0.280 | 1.60 |
| after global routing | 2.17 | 0.304 | 1.70 |
| after CTS | 2.16 | 0.284 | 1.63 |
[Yosys cell counts (all sizes together)]
master / n
a311o: 1
o21ai: 7
a21o: 2
mux2: 58
a221oi: 47
nand4: 2
conb: 1
o21a: 2
nand2b: 3
a31o: 1
dfxtp: 12
clkbuf: 12
o22a: 1
nand3: 7
a2111oi: 3
nand4b: 1
and3: 26
a22o: 3
a31oi: 4
nand3b: 12
o221ai: 1
inv: 1
a21oi: 60
edfxtp: 256
nor2: 32
buf: 87
a22oi: 27
nor3b: 2
nor2b: 9
o211ai: 10
nor4bb: 1
mux2i: 12
a2bb2oi: 1
nor4b: 1
nor3: 5
nand2: 27
o22ai: 42
mux4: 37
and2: 2
or3b: 2
nand4bb: 1
[cell type report]
cell class | instances | share of cell area [%]
well taps | 525 | 4.427
repair buffers | 151 | 9.545
clock inverters | 9 | 0.6577
clock buffers | 37 | 4.806
flip-flops and latches | 268 | 53.50
multi-input cells | 489 | 27.04
inverters | 1 | 0.02530
[final timing paths]
path              cells after the start  slack [ns]                      to                         start
setup / recovery                      6        1.14               b_bus[14]        b_bus_read_register[1]
hold / removal                        1        1.10  read_from_gpr_to_a_bus  read_from_gpr_to_a_bus_input
[cells by family after synthesis]
logic type      share of synthesized area [%]
flops                                   64.18
simple gates                            5.936
other cells                           0.03036
compound gates                          11.81
mux                                     13.01
buf+inv                                 5.034
[critical path, stage by stage (launching register included)]
cell and delay (ns):
dfxtp_4 0.77, nand2_1 0.25, nor2_1 0.73, buf_4 0.31
a221oi_1 0.06, a21oi_1 0.36, clkdlybuf4s50_1 0.53
[metrics by stage]
stage / cell area, um2 / utilization [%]
after CTS: 14840 / 36.92
after floorplan: 12490 / -
after global routing: 14840 / 36.92
final: 14840 / 36.92
after global placement: 14030 / 34.90
after detailed placement: 14030 / 34.90
[flip-flops by register name (all words and copies together), names as in the netlist]
name                       count
read_from_gpr_to_a_bus         1
general_purpose_registers    256
b_bus_read_register            5
read_from_gpr_to_b_bus         1
a_bus_read_register            5
[routing by layer]
metal  wire (um)  up-vias  GRT usage, %  part of all wire, %
li1            -     3514             -                    -
met3        5366       61         12.00                   15
met1       13100     3870         22.20                   37
met4         779        4         3.836                  2.2
met2       16210      574         26.52                   46
met5          25        -        0.7143                0.070
Power and IR drop assume default switching activity.
