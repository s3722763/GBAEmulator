File: ./config.mk
export PLATFORM = sky130hd
export DESIGN_NAME = ALU
export DESIGN_NICKNAME = ALU
export VERILOG_FILES = /design/flow/design.v
export SDC_FILE = /design/flow/constraint.sdc
export NUM_CORES = 4
export LEC_CHECK = 1
export CORE_UTILIZATION = 30
File: ./constraint.sdc
current_design ALU

set clk_period 35.6
set clk_io_pct 0.2

create_clock -name clk0 -period $clk_period [get_ports {clk}]

set non_clock_inputs [all_inputs -no_clocks]
set_input_delay [expr $clk_period * $clk_io_pct] -clock clk0 $non_clock_inputs
set_output_delay [expr $clk_period * $clk_io_pct] -clock clk0 [all_outputs]
File: ./design.v
module ALU (
	input[31:0] aBus,
	input[31:0] barrelOutput,
	input clk,
	input[3:0] aluOp,
	input updateFlags,
	input carryFlag, zeroFlag, overflowFlag, negativeFlag,
	output newCarryFlag, newZeroFlag, newOverflowFlag, newNegativeFlag,
	output[31:0] aluBus
);
    var opAnd, opEor, opSub, opRsb, opAdd, opAdc, opSbc, opRsc, opTst, opTeq, opCmp, opCmn, opOrr, opMov, opBic, opMvn;
    always @(posedge clk) begin
        opAnd = 1'b0;
        opEor = 1'b0;
        opSub = 1'b0;
        opRsb = 1'b0;
        opAdd = 1'b0;
        opAdc = 1'b0;
        opSbc = 1'b0;
        opRsc = 1'b0;
        opTst = 1'b0;
        opTeq = 1'b0;
        opCmp = 1'b0;
        opCmn = 1'b0;
        opOrr = 1'b0;
        opMov = 1'b0;
        opBic = 1'b0;
        opMvn = 1'b0;
        case(aluOp)
            4'b0000: begin
                opAnd = 1'b1;
            end
            4'b0001: begin
                opEor = 1'b1;
            end
            4'b0010: begin
                opSub = 1'b1;
            end
            4'b0011: begin
                opRsb = 1'b1;
            end
            4'b0100: begin
                opAdd = 1'b1;
            end
            4'b0101: begin
                opAdc = 1'b1;
            end
            4'b0110: begin
                opSbc = 1'b1;
            end
            4'b0111: begin
                opRsc = 1'b1;
            end
            4'b1000: begin
                opTst = 1'b1;
            end
            4'b1001: begin
                opTeq = 1'b1;
            end
            4'b1010: begin
                opCmp = 1'b1;
            end
            4'b1011: begin
                opCmn = 1'b1;
            end
            4'b1100: begin
                opOrr = 1'b1;
            end
            4'b1101: begin
                opMov = 1'b1;
            end
            4'b1110: begin
                opBic = 1'b1;
            end
            4'b1111: begin
                opMvn = 1'b1;
            end
        endcase
    end
	wire[31:0] outputValue;
	wire canOutput;
	assign canOutput = opAnd | opEor | opSub | opRsb | opAdd | opAdc | opSbc | opRsc | opTst | opTeq | opCmp | opCmn | opOrr | opMov | opBic | opMvn;
	assign aluBus = canOutput ? outputValue : 32'bzzzzzzzzzzzzzzzzzzzzzzzzzzzzzzzz;
	wire considerCarryFlag;
	assign considerCarryFlag = opAdc | opSbc | opRsc;
	wire[31:0] addModuleResult;
	wire addModuleNewCarryFlag, addModuleNewOverflowFlag;
	AddModuleALU addModuleAlu(
		.firstInput(aBus),
		.secondInput(barrelOutput),
		.result(addModuleResult),
		.carryFlag(carryFlag),
		.countCarry(considerCarryFlag),
		.newCarryFlag(addModuleNewCarryFlag),
		.newOverflowFlag(addModuleNewOverflowFlag)
	);
	wire[31:0] subtractModuleResult;
	wire subtractModuleNewCarryFlag, subtractModuleNewOverflowFlag;
	wire reverseInputs;
	assign reverseInputs = opRsb | opRsc;
	SubtractModuleALU subtractModuleAlu(
		.firstInput(aBus),
		.secondInput(barrelOutput),
		.result(subtractModuleResult),
		.carryFlag(carryFlag),
		.countCarry(considerCarryFlag),
		.reverseInputs(reverseInputs),
		.newCarryFlag(subtractModuleNewCarryFlag),
		.newOverflowFlag(subtractModuleNewOverflowFlag)
	);
	wire[31:0] andResult;
	assign andResult = aBus & barrelOutput;
	wire[31:0] eorResult;
	assign eorResult = aBus ^ barrelOutput;
	wire[31:0] orrResult;
	assign orrResult = aBus | barrelOutput;
	wire[31:0] movResult;
	assign movResult = barrelOutput;
	wire[31:0] bicResult;
	assign bicResult = aBus & (~barrelOutput);
	wire[31:0] mvnResult;
	assign mvnResult = ~barrelOutput;
	assign outputValue = opAdd ? addModuleResult :
								opAdc ? addModuleResult :
								opCmn ? addModuleResult :
								opSbc ? subtractModuleResult :
								opRsc ? subtractModuleResult :
								opRsb ? subtractModuleResult :
								opSub ? subtractModuleResult :
								opCmp ? subtractModuleResult :
								opAnd ? andResult :
								opTst ? andResult :
								opEor ? eorResult :
								opTeq ? eorResult :
								opOrr ? orrResult :
								opMov ? movResult :
								opBic ? bicResult :
								opMvn ? mvnResult :
								32'h0;
	assign newCarryFlag = updateFlags ? (opAdd ? addModuleNewCarryFlag :
													 opAdc ? addModuleNewCarryFlag :
													 opCmn ? addModuleNewCarryFlag :
													 opSbc ? subtractModuleNewCarryFlag :
													 opRsc ? subtractModuleNewCarryFlag :
													 opRsb ? subtractModuleNewCarryFlag :
													 opSub ? subtractModuleNewCarryFlag :
													 opCmp ? subtractModuleNewCarryFlag :
													 1'b0)
												 : carryFlag;
	assign newZeroFlag = updateFlags ? outputValue == 0 : zeroFlag;
	assign newOverflowFlag = updateFlags ? (opAdd ? addModuleNewOverflowFlag :
														 opAdc ? addModuleNewOverflowFlag :
														 opCmn ? addModuleNewOverflowFlag :
														 opSbc ? subtractModuleNewOverflowFlag :
														 opRsc ? subtractModuleNewOverflowFlag :
														 opRsb ? subtractModuleNewOverflowFlag :
														 opSub ? subtractModuleNewOverflowFlag :
														 opCmp ? subtractModuleNewOverflowFlag :
														 1'b0)
													 : overflowFlag;
	assign newNegativeFlag = updateFlags ? outputValue[31] == 1 : negativeFlag;
endmodule
module AddModuleALU(
	input[31:0] firstInput,
	input[31:0] secondInput,
	output[31:0] result,
	input carryFlag,
	input countCarry,
	output newCarryFlag,
	output newOverflowFlag
);
	wire[31:0] tempResult;
	assign tempResult = firstInput + secondInput;
	assign result = countCarry ? tempResult + carryFlag : tempResult;
	assign newCarryFlag = (firstInput[31] & secondInput[31]) | (secondInput[31] & ~result[31]) | (firstInput[31] & ~result[31]);
	assign newOverflowFlag = (firstInput[31] & secondInput[31] & ~result[31]) | (~firstInput[31] & ~secondInput[31] & result[31]);
endmodule
module SubtractModuleALU (
	input[31:0] firstInput,
	input[31:0] secondInput,
	output[31:0] result,
	input carryFlag,
	input countCarry,
	input reverseInputs,
	output newCarryFlag,
	output newOverflowFlag
);
	wire[31:0] actualFirstInput, actualSecondInput, tempResult;
	assign actualFirstInput = reverseInputs ? secondInput : firstInput;
	assign actualSecondInput = reverseInputs ? firstInput : secondInput;
	assign tempResult = actualFirstInput - actualSecondInput;
	assign result = countCarry ? tempResult + carryFlag - 1 : tempResult;
	assign newCarryFlag = (actualFirstInput[31] & ~actualSecondInput[31] & ~result[31]) | (~actualFirstInput[31] & actualSecondInput[31] & result[31]);
	assign newOverflowFlag = (~actualFirstInput[31] & actualSecondInput[31]) | (actualSecondInput[31] & result[31]) | (result[31] & ~actualSecondInput[31]);										
endmodule
File: ./run.sh
#!/bin/bash
# OpenROAD 26Q1-2900-gdf79404cd8, Yosys 0.63+post, stock flow scripts
make -C /OpenROAD-flow-scripts/flow DESIGN_CONFIG=/design/flow/config.mk WORK_HOME=/design/flow/orfs finish
==> Changelog: implementation <==
### Implementation results

* DPL Wire Length at 32,240 microns
* CTS tree: done
* Total power at 0.2616 mW
* Final Wtd Congestion at 0.9602
* RSZ-0062 raised after global routing: false
* Core area at 0.03345 sq mm
* Antenna viol nets, final at 0
* Yosys stat area at 0.01016 sq mm
* First-pass GRT wire length at 62,520 microns
* CP Class: in2out
* Initial cell density of the core at 30.39%
* Crit Path Max Fanout at 13
* Arr. time, crit path at 13,350 ps
* Share of post-route cells with drive strength above 1 at 4.574%
* WL final at 40,960 microns
* Synth flops at 16
* Clock-pin transition on the worst setup and hold timing paths at 50 ps
* Pre-Repair DR Iteration Count at 5
* Gr ovfl total at 0
* Log Warnings at 89
* Number of clock sinks at 16
* Post-CTS Resized at 0
* Ys async rst share at 0%
* Post-Place Cells at 2,018
* Leakage at 4.461 nW
* Max frequency at 48.85 MHz
* Area of the mapped netlist at 0.01016 sq mm
* Hold_ws at 7596 ps
* Final max-slew violation count at 0
* Setup Viol. Count Final at 0
* Vias post-DR at 11.66k
* Design area at 0.01166 sq mm
* Peak supply drop at 0.00005127 V
* Die area at 0.03462 sq mm
* Max-cap viol count at 0
* Total track usage at 23.75%
* CP Capture Type: output pin
* Row Count at 67
* Final Util at 34.86%
* Top_reg_cell synth: dfxtp_1
* Cell taking the most area after synthesis: ha_1
* Tightest Hold Check Type: in2reg
* H-Tree Depth at 1
* Least-Margin Pin Slew at 826.2 ps
* Top cells by count: nor2_1, a21oi_1, ha_1, nand2_1, inv_1
* Largest net degree at the start of global routing at 65
* Slew HR at 44.49%
* Dominant cell area share at 12.43%
* Endpoints failing hold at 0
* Minimum clock period at 20,470 ps
* PD cells at 22.43 mW/mm^2
* Seq share, synth at 3.152%
* Ys Warns at 2
* Top cells, area: ha_1, nor2_1, a21oi_1, xnor2_1, o21ai_0
* Cell count in the Yosys report at 1,545
* Worst setup margin at 15,130 ps
* Post-synth cell types at 83
* Post-synth EDFFs at 0
* Vias/cell at 5.768
* Initial antenna violation count at 0
* Placed cell area at 0.01157 sq mm
* Iteration-0 DRC Markers at 904
* WL per Instance at 20.25 microns
* Post-CTS Setup Inserts at 0
* Maximum buffer depth of the clock tree at 2
* Diodes inserted at 0
* Setup slack after placement at 15,200 ps
* Final period utilization at 57.50%
* CP Data Required Time at 28,480 ps
* Hold_buf cts at 0
* Syn avg cell area at 6.578 sq um
* Yosys top cell by instances: nor2_1
* Io pins at 110
* Outcome: complete, no violations
* Setup tns final at 0 ps
* Die width at 186.1 microns
* Non-Filler Instances at 2,022
* Clock Root Buffer: clkbuf_16
* Vias in the first global route at 10.71k
* Area grow syn2layout at 14.71%
* Synth Instances at 1,545
* Die Ht at 186.1 microns
* DRC at 0
* Worst Setup Start Kind: input port
* Port bufs at 109
* Total CTS buffers at 3
[routing by layer]
metal,vias up,wire (microns),track usage [%]
met2,355,19020,39.76
met5,-,0,0
met1,5438,19130,33.28
met3,38,1860,1.515
li1,5831,-,-
met4,0,954,5.377
[worst max-delay path: stages]
cell and delay (ps):
clkdlybuf4s50_1 520, inv_1 90, ha_1 630, inv_1 190, o221a_2 400, o21ai_0 590
xnor2_1 200, or4b_1 690, nor3_1 640, nand4_1 310, nor3_1 320, xor2_1 200
nand2_1 110, a31o_2 250, a2111oi_0 330, nand4b_1 160, o21ai_1 100, clkdlybuf4s50_1 480
[power breakdown]
part | switching (mW) | total [mW] | leakage (nW) | internal, mW
sequential | 0.000412 | 0.0189 | 0.131 | 0.0185
combinational | 0.131 | 0.219 | 4.29 | 0.0886
clock | 0.00629 | 0.0233 | 0.0442 | 0.0170
[state kept, by name (all words and copies together) (netlist names)]
register and flops:
opAdc 1, opAdd 1, opAnd 1, opBic 1, opCmn 1, opCmp 1
opEor 1, opMov 1, opMvn 1, opOrr 1, opRsb 1, opRsc 1
opSbc 1, opSub 1, opTeq 1, opTst 1
[placed cells by master (no fill, tap or decap), types with 20 or more instances in the layout]
cell and n:
buf_4 23, a21oi_1 110, clkdlybuf4s50_1 109, a211oi_1 49, a211o_1 27, o211ai_1 27
o22ai_1 26, nand2b_1 52, xnor2_1 56, o21a_1 31, a21o_1 21, nand2_1 95
o21ai_0 86, nor2_1 151, xor2_1 24, or3_1 21, nand3_1 32, nand4_1 26
nor4_1 20, nor3_1 70, inv_1 88, ha_1 101
[layout make-up]
cell class / instances / area, sq um
fill: 3538 / 21790
multi-input combinational: 1334 / 9092
timing repair buffer: 132 / 1264
tap: 448 / 560.5
inverter: 88 / 330.3
sequential: 16 / 322.8
clock buffer: 4 / 88.84
[final timing paths]
kind                          end  slack (ps)  cells after the start            start
worst max-delay path  newZeroFlag       15130                     18  barrelOutput[5]
worst min-delay path        opOrr        7600                      2         aluOp[1]
[kinds of logic after synthesis]
| family | synth area share [%] |
|---|---|
| AND/OR/NAND/NOR | 31.10 |
| adder cells (fa/ha/maj) | 12.63 |
| AND-OR/OR-AND | 36.22 |
| XOR/XNOR | 6.894 |
| multiplexers | 2.499 |
| buffers and inverters | 7.510 |
| flip-flops | 3.152 |
Power is estimated from default activity; no workload was simulated.
